### run.sh
#!/bin/bash
# OpenROAD 26Q1-2900-gdf79404cd8, Yosys 0.63+post, stock flow scripts
make -C /OpenROAD-flow-scripts/flow DESIGN_CONFIG=/design/flow/config.mk WORK_HOME=/design/flow/orfs finish
### config.mk
export PLATFORM = sky130hd
export DESIGN_NAME = EF
export DESIGN_NICKNAME = EF
export VERILOG_FILES = /design/flow/design.v
export SDC_FILE = /design/flow/constraint.sdc
export NUM_CORES = 4
export LEC_CHECK = 1
export CORE_UTILIZATION = 50
### constraint.sdc
current_design EF

set clk_period 9.9
set clk_io_pct 0.2

create_clock -name clk0 -period $clk_period [get_ports {clk}]

set non_clock_inputs [all_inputs -no_clocks]
set_input_delay [expr $clk_period * $clk_io_pct] -clock clk0 $non_clock_inputs
set_output_delay [expr $clk_period * $clk_io_pct] -clock clk0 [all_outputs]
### design.v
module EF
#(
    parameter TAP_N     = 17,  
    parameter DI_IL_W   = 2,  
    parameter DI_FL_W   = 5,  
    parameter DI_W      = DI_IL_W + DI_FL_W + 1,
    parameter C_IL_W    = 2,  
    parameter C_FL_W    = 5,  
    parameter C_W       = C_IL_W + C_FL_W + 1,
    parameter DO_IL_W   = 2,  
    parameter DO_FL_W   = 5,  
    parameter DO_W      = DO_IL_W + DO_FL_W + 1
)
(
    input  wire                 clk, 
    input  wire                 rst_n,
    input  wire                 valid_i,
    input  wire signed [DI_W-1:0]      data_i,
    input  wire  [TAP_N*C_W-1:0] coeff_i,
    output reg                  valid_o,  
    output reg  signed [DO_W-1:0]      data_o    
);
reg [4:0] cnt;
reg signed [7:0] buffer [16:0];
reg signed [19:0] result; 
wire signed [19:0] round;
reg signed [14:0] mut; 
reg signed [7:0] num_i; 
reg signed [7:0] num_c; 
assign round = (20'h00010 & result) + result;
always@(posedge clk or negedge rst_n) 
begin
	if(!rst_n) cnt <= 0;
	else if(cnt == 19) cnt <= 0;
	else if(cnt == 0 && valid_i == 1) cnt <= cnt + 1;
	else if(cnt == 0 && valid_i == 0) cnt <= cnt;
	else cnt <= cnt + 1;
end
always@(posedge clk or negedge rst_n) 
begin
	if(!rst_n)
	begin
	buffer[0] <= 0;
	buffer[1] <= 0;
	buffer[2] <= 0;
	buffer[3] <= 0;
	buffer[4] <= 0;
	buffer[5] <= 0;
	buffer[6] <= 0;
	buffer[7] <= 0;
	buffer[8] <= 0;
	buffer[9] <= 0;
	buffer[10] <= 0;
	buffer[11] <= 0;
	buffer[12] <= 0;
	buffer[13] <= 0;
	buffer[14] <= 0;
	buffer[15] <= 0;
	buffer[16] <= 0;
	end
	else if(cnt == 0 && valid_i == 1) 
			begin
				buffer[0] <= data_i;
				buffer[1] <= buffer[0];
				buffer[2] <= buffer[1];
				buffer[3] <= buffer[2];
				buffer[4] <= buffer[3];
				buffer[5] <= buffer[4];
				buffer[6] <= buffer[5];
				buffer[7] <= buffer[6];
				buffer[8] <= buffer[7];
				buffer[9] <= buffer[8];
				buffer[10] <= buffer[9];
				buffer[11] <= buffer[10];
				buffer[12] <= buffer[11];
				buffer[13] <= buffer[12];
				buffer[14] <= buffer[13];
				buffer[15] <= buffer[14];
				buffer[16] <= buffer[15];
			end
	else begin
		buffer[0] <= buffer[0];
		buffer[1] <= buffer[1];
		buffer[2] <= buffer[2];
		buffer[3] <= buffer[3];
		buffer[4] <= buffer[4];
		buffer[5] <= buffer[5];
		buffer[6] <= buffer[6];
		buffer[7] <= buffer[7];
		buffer[8] <= buffer[8];
		buffer[9] <= buffer[9];
		buffer[10] <= buffer[10];
		buffer[11] <= buffer[11];
		buffer[12] <= buffer[12];
		buffer[13] <= buffer[13];
		buffer[14] <= buffer[14];
		buffer[15] <= buffer[15];
		buffer[16] <= buffer[16];
	end
end
always@(posedge clk or negedge rst_n) 
begin
	if(!rst_n) result <= 0;
	else if(cnt == 2) result <= mut;
	else if(cnt >= 3 && cnt <= 18)
		begin
			result <= result + mut;
		end
 	else result <= result;
end
always@(posedge clk or negedge rst_n) 
begin
	if(!rst_n) valid_o <= 0;
	else if(cnt == 19) valid_o <= 1;
	else valid_o <= 0;
end
always@(posedge clk or negedge rst_n) 
begin
	if(!rst_n) data_o <= 0;
	else if(cnt == 19) 
		begin
			if(result[19] == 1) begin  
				if(result[18:12] == 7'b111_1111) 
				begin
					data_o[6:0] <= round[11:5]; 
					data_o[7] <= 1;
				end
				else begin 
					data_o <= 8'b1000_0000;
				end
			end
			else if(result[19] == 0) begin  
				if(result[18:12] == 7'b000_0000) 
				begin
					data_o[6:0] <= round[11:5]; 
					data_o[7] <= 0;
				end
				else begin 
					data_o <= 8'b0111_1111;
				end
			end
		end
	else data_o <= data_o;
end
always@(posedge clk or negedge rst_n) 
begin
	if(!rst_n) mut <= 0;
    else if(cnt >= 1 && cnt <= 17) mut <=  num_i * num_c;
    else mut <= 0;
end
always@(posedge clk or negedge rst_n) 
begin
	if(!rst_n) num_i <= 0;
	else if(cnt == 0 && valid_i == 1) num_i <= data_i;
	else if(cnt >= 1 && cnt <= 16) num_i <= buffer[cnt];
	else num_i <= 0;
end
always@(posedge clk or negedge rst_n) 
begin
	if(!rst_n) num_c <= 0;
	else if(cnt == 0 && valid_i == 1) num_c <= $signed(coeff_i[C_W*cnt+:C_W]);
	else if(cnt >= 1 && cnt <= 16) num_c <= $signed(coeff_i[C_W*cnt+:C_W]);
	else num_c <= 0;
end
endmodule
==> impl_table.tex <==
% Auto-generated results table
\begin{tabular}{lr}
\hline
Metric & Value \\
\hline
\multicolumn{2}{l}{\textbf{Status}} \\
Outcome & complete, no violations \\
\multicolumn{2}{l}{\textbf{Clock tree}} \\
Number of buffers on the longest clock path & 3 \\
CTS sink cnt & 201 \\
Post-CTS Setup Inserts & 0 \\
Number of buffers created by CTS & 24 \\
Clock tree from TritonCTS & yes \\
Clk slew on worst S/H paths & 60 ps \\
Number of gates resized after cts & 0 \\
Post-CTS Hold Buffers & 0 \\
Clk Tree Root Cell & sky130\_fd\_sc\_hd\_\_clkbuf\_16 \\
H-Tree Level Count & 1 \\
Late-Pin Clk Latency & 540 ps \\
\multicolumn{2}{l}{\textbf{Worst setup path}} \\
Data required time of the critical path & 10290 ps \\
Data arrival, critical path & 4930 ps \\
Logic depth of the worst register-to-register path & 17 \\
Startpoint Class & register \\
Critical path endpoint category & register \\
Class of the most critical setup path & reg2reg \\
Setup slack of the most critical reg-to-reg path & 5360 ps \\
Largest driver fanout on the critical path & 8 \\
\multicolumn{2}{l}{\textbf{Global route}} \\
All-layer global routing usage & 28.89\% \\
Via count of the first global-routing pass & 11030 \\
Pin count of the biggest net entering global routing & 124 \\
First-pass GRT wire length & 59740 um \\
Grt total ovfl & 0 \\
Initial antenna violation count & 0 \\
\multicolumn{2}{l}{\textbf{Placement}} \\
DP Wirelength & 26240 um \\
Post-Place Setup Slack & 5347 ps \\
\# port buffers & 155 \\
Routability-driven placement congestion ratio & 0.9104 \\
Total instance count after detailed placement & 1932 \\
Total placed instance area & 15250 um2 \\
\multicolumn{2}{l}{\textbf{Detailed routing}} \\
Tally of nets with antenna violations remaining after routing & 0 \\
Avg WL per Cell & 18.24 um \\
Iter 0 DRT Violations & 617 \\
First-pass DRT Iterations & 24 \\
Remaining DRCs & 0 \\
Vias/cell & 5.493 \\
Vias & 10860 \\
Total wire length after detailed routing & 36070 um \\
\multicolumn{2}{l}{\textbf{Synth}} \\
Post-synth EDFFs & 0 \\
Flop and latch count out of synthesis & 201 \\
Syn avg cell area & 8.975 um2 \\
Yosys stat cell total & 1499 \\
Area fraction in compound gates & 10.94\% \\
Flip-flop cell with the highest count after synthesis & sky130\_fd\_sc\_hd\_\_dfrtp\_1 \\
Sequential area share after synthesis & 37.38\% \\
Yosys warns & 2 \\
Post-Synthesis Cell Area & 13450 um2 \\
Adder share & 12.72\% \\
Proportion of synthesized flip-flops having asynchronous set or reset & 100.0\% \\
Area share of xor/xnor cells in the synthesized design & 1.693\% \\
Synthesized chip area reported by yosys & 13450 um2 \\
Distinct lib cells used & 68 \\
Comb area leader & simple AND/OR/NAND/NOR gates \\
Synth Instances & 1499 \\
Multiplexer share & 9.597\% \\
Simple logic cell fraction of the synthesized area & 22.37\% \\
\multicolumn{2}{l}{\textbf{Floorplanning}} \\
Die height & 166.0 um \\
Number of cell rows & 59 \\
Core utilization before placement & 51.34\% \\
Area of the core & 26210 um2 \\
Number of placed I/O pins & 156 \\
Die footprint & 27570 um2 \\
Floorplan die width & 166.0 um \\
\multicolumn{2}{l}{\textbf{Finish}} \\
Count of filler cells inserted in the layout & 2235 \\
Fraction of final layout cells with drive strength greater than 1 & 7.922\% \\
Layout-stage area growth over the synthesis result & 19.79\% \\
Number of standard cells in the layout, taps in and fillers out & 1977 \\
Post-Layout Inst Area & 16120 um2 \\
Area taken by flip-flops and latches & 5032 um2 \\
Area of the multi-input gates & 7729 um2 \\
Core utilization of the finished layout & 61.50\% \\
\multicolumn{2}{l}{\textbf{Power}} \\
Total internal power & 2.614 mW \\
Clock network fraction of design power & 20.5\% \\
Switching Fraction & 42.45\% \\
Combinational Power Share & 52.4\% \\
Reg power frac & 27.1\% \\
IR Drop Worst-Case VDD & 0.1572 mV \\
Static Leakage & 7.756 nW \\
Switching power & 1.928 mW \\
Cell Pwr Density & 281.9 nW/um2 \\
\multicolumn{2}{l}{\textbf{Final timing}} \\
Final count of pins violating max slew & 0 \\
Transition time at the pin with the least slew margin & 805.0 ps \\
Final clock skew & 22.78 ps \\
Setup repair after global routing missed its margin & no \\
Total Negative Setup Slacks & 0 ps \\
Minimum clock period & 4543 ps \\
Headroom to the max-slew limit & 46.34\% \\
Final setup margin & 5357 ps \\
Fin crit share & 45.89\% \\
Maximum clock rate & 220.1 MHz \\
Setup violators final & 0 \\
Hold Violations, Final & 0 \\
\multicolumn{2}{l}{\textbf{Min path}} \\
Class of the most critical hold timing path & reg2reg \\
Instance count along the most critical hold path & 2 \\
\multicolumn{2}{l}{\textbf{Job}} \\
Number of warning messages in the logs & 32 \\
Max-cap violations & 0 \\
\hline
\end{tabular}
==> state kept, by name, indices dropped and copies added (netlist names) <==
register	count
data_o	8
mut	15
num_c	8
valid_o	1
buffer	136
cnt	5
result	20
num_i	8
==> metrics by stage <==
step / hold WS (ps) / total power, mW
after global placement: 459.5 / 3.614
after CTS: 477.3 / 4.581
after detailed placement: 462.5 / 3.633
after floorplan: 425.7 / 2.968
after global routing: 492.8 / 4.920
final: 473.5 / 4.543
==> kinds of logic after synthesis <==
logic type	after synthesis
muxes	82
and+or+nand+nor	698
buffers and inverters	172
xor gates and xnor gates	26
AOI/OAI and AO/OA	215
DFF	201
adders and majority gates	105
==> final timing paths <==
kind	start	end
worst min register to register	buffer[16][0]	buffer[16][0]
worst min-delay path	buffer[16][0]	buffer[16][0]
worst max-delay path	num_i[3]	mut[14]
max in group asynchronous	rst_n	buffer[2][6]
min in group asynchronous	rst_n	data_o[1]
worst max register to register	num_i[3]	mut[14]
==> Yosys cell counts, types with 19 or more instances <==
cell type	count	area share, %
sky130_fd_sc_hd__dfrtp_1	201	37
sky130_fd_sc_hd__nor3_1	31	1.2
sky130_fd_sc_hd__mux2i_1	30	2.2
sky130_fd_sc_hd__fa_1	53	7.9
sky130_fd_sc_hd__o21ai_0	48	1.8
sky130_fd_sc_hd__xnor2_1	19	1.2
sky130_fd_sc_hd__nand3_1	21	0.78
sky130_fd_sc_hd__nand2_1	475	13
sky130_fd_sc_hd__and2_1	50	2.3
sky130_fd_sc_hd__clkbuf_1	35	0.98
sky130_fd_sc_hd__mux4_2	36	6.0
sky130_fd_sc_hd__ha_1	52	4.8
sky130_fd_sc_hd__nor2b_1	22	1.0
sky130_fd_sc_hd__nor2_1	58	1.6
sky130_fd_sc_hd__buf_2	29	1.1
sky130_fd_sc_hd__inv_1	95	2.7
sky130_fd_sc_hd__a21oi_1	45	1.7
==> layout by cell type, fill, tap and decap left out, drive strengths merged, types with 30 or more instances in the layout <==
master | synthesis | final
nor3 | 31 | 31
nand2 | 475 | 475
o21ai | 48 | 48
mux4 | 36 | 36
dfrtp | 201 | 201
inv | 95 | 95
fa | 53 | 53
and2 | 50 | 50
clkdlybuf4s50 | 0 | 154
ha | 52 | 52
a21oi | 47 | 47
nor2 | 58 | 58
clkbuf | 36 | 34
mux2i | 30 | 30
==> critical path: stages (launching register included) <==
cell	delay [ps]
sky130_fd_sc_hd__dfrtp_1	450
sky130_fd_sc_hd__and2_1	210
sky130_fd_sc_hd__fa_1	530
sky130_fd_sc_hd__inv_1	50
sky130_fd_sc_hd__fa_1	470
sky130_fd_sc_hd__inv_1	50
sky130_fd_sc_hd__fa_1	520
sky130_fd_sc_hd__inv_1	50
sky130_fd_sc_hd__fa_1	530
sky130_fd_sc_hd__inv_1	40
sky130_fd_sc_hd__ha_1	350
sky130_fd_sc_hd__nand2_1	90
sky130_fd_sc_hd__o21ai_0	90
sky130_fd_sc_hd__o21ai_0	290
sky130_fd_sc_hd__a21boi_0	180
sky130_fd_sc_hd__a221oi_1	310
sky130_fd_sc_hd__xnor2_1	160
sky130_fd_sc_hd__nor2_1	50
==> power groups by stage <==
stage / Clock (mW) / Combinational, mW / Sequential (mW)
final: 0.932 / 2.38 / 1.23
after global routing: 0.985 / 2.67 / 1.26
after CTS: 0.951 / 2.40 / 1.23
==> final cells by class <==
cell class,instances,share of cell area (%)
antenna,1,0.01553
clock buffer,33,4.309
clock inverter,11,1.048
inverter,96,2.236
multi-input combinational,1126,47.95
sequential,201,31.22
tap,335,2.601
timing repair buffer,174,10.61
==> per-layer routing <==
layer  wire length [um]  vias to the layer above  share of wire [%]  global-route usage [%]
met4               1046                        0                2.9                   7.761
met3               2153                       63                6.0                   6.191
met2              16710                      259                 46                   43.17
met5                  0                        -                  0                       0
li1                   -                     5294                  -                       -
met1              16160                     5243                 45                   45.32
No activity file was given, so power comes from the tool's default toggle rates.
